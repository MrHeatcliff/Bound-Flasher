[flow/config.mk]
export PLATFORM = sky130hd
export DESIGN_NAME = bound_flasher
export DESIGN_NICKNAME = bound_flasher
export VERILOG_FILES = /design/flow/design.v
export SDC_FILE = /design/flow/constraint.sdc
export NUM_CORES = 4
export LEC_CHECK = 1
export CORE_AREA = 10 10 92 92
export DIE_AREA = 0 0 102 102
[flow/constraint.sdc]
current_design bound_flasher

set clk_period 1.0
set clk_io_pct 0.2

create_clock -name clk0 -period $clk_period [get_ports {clk}]

set non_clock_inputs [all_inputs -no_clocks]
set_input_delay [expr $clk_period * $clk_io_pct] -clock clk0 $non_clock_inputs
set_output_delay [expr $clk_period * $clk_io_pct] -clock clk0 [all_outputs]
[flow/design.v]
module bound_flasher(
    input wire clk,  
    input wire rst,  
    input wire flk,  
    output reg [15:0] out  
    );
    logic div_clk;  
    clock_divider clock_divider(.clk(clk), .rst(rst), .div_clk(div_clk));
    fsm fsm(.div_clk(div_clk), .flk(flk), .rst(rst), .out(out));
endmodule
module clock_divider
 #(
 parameter INTERNAL_CLK         = 4,
 parameter OUTPUT_TIME_FREQ     = 1,
 parameter COUNTER_OUT          = $rtoi($ceil(INTERNAL_CLK/OUTPUT_TIME_FREQ) - 1),
 parameter COUNTER_OUT_W        = $clog2(COUNTER_OUT)
 )(
 input  wire clk,        
 input  wire rst,        
 output reg div_clk      
 );
 logic [COUNTER_OUT_W - 1 : 0] counter_output;
 logic [COUNTER_OUT_W - 1 : 0] counter_output_incr;
 assign counter_output_incr = counter_output + 1;
 always_ff @(posedge clk or posedge rst) begin
    if(rst == 1'b1) begin
        counter_output  <= 0;
        div_clk         <= 0;
    end
    else begin
        if(counter_output >= COUNTER_OUT) begin  
            div_clk         <= 1;
            counter_output  <= 0;
        end
        else begin  
            div_clk         <= 0;
            counter_output  <= counter_output_incr;
        end
    end
 end
endmodule
module counter
    #(
    parameter LED_NUMBER = 16,                   
    parameter LED_NUMBER_W = $clog2(LED_NUMBER)  
    )(
    input wire [1:0] led_bhv,    
    input wire       div_clk,    
    input wire       rst,        
    output reg [4:0] count       
    );
    localparam INCREASE = 2'b01;
    localparam DESCREASE = 2'b00;
    localparam PASS      = 2'b11;
    logic [LED_NUMBER_W : 0] led_counter_incr;
    logic [LED_NUMBER_W : 0] led_counter_decr;
    assign led_counter_decr = count - 1;
    assign led_counter_incr = count + 1;
    always_ff @(posedge div_clk or posedge rst) begin
        if(rst == 1'b1) begin        
            count <= 0;
        end
        else begin
            case (led_bhv)
                INCREASE: begin
                    count <= led_counter_incr;  
                end
                DESCREASE: begin
                    count <= led_counter_decr;   
                end
                PASS: begin
                    count <= count;              
                end
            endcase
        end
    end
endmodule
module fsm(
    input wire div_clk,      
    input wire flk,          
    input wire rst,          
    output reg [15:0] out    
    );
    logic [2:0] cur_st;      
    logic [4:0] count;       
    logic [2:0] nxt_st;      
    logic [1:0] led_bhv;     
    next_state_generator next_state_generator(.cur_st(cur_st), .count(count), .flk(flk), .nxt_st(nxt_st));
    state_registor_memory state_registor_memory (.nxt_st(nxt_st), .div_clk(div_clk), .rst(rst), .cur_st(cur_st));
    led_behavior led_behavior(.cur_st(cur_st), .led_bhv(led_bhv));
    counter counter(.led_bhv(led_bhv), .div_clk(div_clk), .rst(rst), .count(count));
    output_decoder output_decoder(.count(count), .out(out));
endmodule
module led_behavior(
    input   wire    [2:0]   cur_st,  
    output  reg     [1:0]   led_bhv  
    );
    localparam ST_INITIAL = 3'd0;
    localparam ST_0_TO_15 = 3'd1;
    localparam ST_15_TO_5 = 3'd2;
    localparam ST_5_TO_10 = 3'd3;
    localparam ST_10_TO_0 = 3'd4;
    localparam ST_0_TO_5  = 3'd5;
    localparam ST_5_TO_0  = 3'd6;
    always_comb begin
        case(cur_st)
            ST_INITIAL:
                led_bhv = 2'd3;
            ST_0_TO_15, ST_0_TO_5, ST_5_TO_10:
                led_bhv = 2'd1;
            ST_15_TO_5, ST_10_TO_0, ST_5_TO_0: 
                led_bhv = 2'd0;
            default:
                led_bhv = 2'd3;
        endcase
    end
endmodule
module next_state_generator(
    input   wire[2:0]      cur_st,   
    input   wire[4:0]      count,    
    input   wire            flk,     
    output  reg [2:0]       nxt_st   
    );
    localparam ST_INITIAL = 3'd0;
    localparam ST_0_TO_15 = 3'd1;
    localparam ST_15_TO_5 = 3'd2;
    localparam ST_5_TO_10 = 3'd3;
    localparam ST_10_TO_0 = 3'd4;
    localparam ST_0_TO_5  = 3'd5;
    localparam ST_5_TO_0  = 3'd6;
    always_comb begin
        case (cur_st)
            ST_INITIAL: begin                            
                if(flk == 1) nxt_st = ST_0_TO_15;        
                else nxt_st = cur_st;                    
            end
            ST_0_TO_15: begin                            
                if(count == 5'd15) nxt_st = ST_15_TO_5;  
                else nxt_st = cur_st;                    
            end
            ST_15_TO_5: begin                                            
                if(flk == 1 && count == 5'd6) nxt_st = ST_0_TO_15;       
                else if(count == 5'd6) nxt_st = ST_5_TO_10;              
                else nxt_st = cur_st;                    
            end
            ST_5_TO_10: begin                            
                if(count == 5'd10) nxt_st = ST_10_TO_0;  
                else nxt_st = cur_st;                    
            end
            ST_10_TO_0: begin                            
                if(((count == 5'd6)||(count == 5'd1))&&(flk == 1)) nxt_st = ST_5_TO_10;      
                else if ((count == 5'd1)&&(flk == 0)) nxt_st = ST_0_TO_5;                    
                else nxt_st = cur_st;                    
            end
            ST_0_TO_5: begin                             
                if(count == 5'd5) nxt_st = ST_5_TO_0;    
                else nxt_st = cur_st;                    
            end
            ST_5_TO_0: begin                             
                if(count == 5'd1) nxt_st = ST_INITIAL;   
                else nxt_st = cur_st;                    
            end
            default: begin 
                nxt_st = ST_INITIAL;                     
            end
        endcase
    end
endmodule
module output_decoder(
    input   [4:0]   count,   
    output  [15:0]  out      
    );
    assign out = (count > 5'd16) ? 0 : 2**count -1;  
endmodule
module state_registor_memory(
    input   wire [2:0]  nxt_st,      
    input   wire        div_clk,     
    input   wire        rst,         
    output  reg    [2:0]cur_st       
    );
    localparam ST_INITIAL = 3'd0;     
    always_ff @(posedge div_clk or posedge rst) begin
        if(rst == 1'b1) begin
            cur_st <= ST_INITIAL;    
        end
        else begin
            cur_st <= nxt_st;        
        end
    end
endmodule
[flow/run.sh]
#!/bin/bash
# OpenROAD 26Q1-2900-gdf79404cd8, Yosys 0.63+post, stock flow scripts
make -C /OpenROAD-flow-scripts/flow DESIGN_CONFIG=/design/flow/config.mk WORK_HOME=/design/flow/orfs finish
==> impl_metrics.py <==
# Generated from Yosys and OpenROAD reports
metrics = {
    "status": {
        "status": "completed",
    },
    "drt": {
        "via_count": 1369,
        "vias_per_cell": 5.11,
        "antenna_cells": 0,
        "wire_per_inst_um": 13.8,
        "drt_iter0_markers": 45,
        "routed_wl_mm": 3.69,
        "dr.pass1.iters": 4,
        "ant_nets": 0,
        "drc": 0,
    },
    "synth": {
        "synth_cell_types": 51,
        "yosysWarnings": 5,
        "synth_area_mm2": 0.00144,
        "synthSimpleGateAreaFrac": 0.233,
        "async_flop_share": 1.00,
        "synth-compound-area-share": 0.292,
        "synth-seq-cells": 15,
        "synthDominantCellAreaShare": 0.243,
        "ys_top_cells_by_count": "15 x nor2_1, 14 x dfrtp_1, 13 x a21oi_1, 13 x inv_1, 12 x nand2_1",
        "ys_sh_adder": 0.0867,
        "ys_seq_frac": 0.261,
        "ys_cells": 182,
        "synthCells": 182,
        "synth.largest_area_cell": "dfrtp_1",
        "synth-edff-count": 0,
        "synthMuxAreaShare": 0.0139,
        "area_leaders": "dfrtp_1 24%, ha_1 8.7%, a21oi_1 4.5%, nor2_1 3.9%, o21ai_0 3.5%",
        "logic_family": "AND-OR/OR-AND gates",
        "yosys_area_mm2": 0.00144,
        "ff_type": "dfrtp_1",
        "most_common_cell": "nor2_1",
        "syn_area_per_cell_um2": 7.93,
        "synthXorXnorAreaFrac": 0.0243,
    },
    "final_timing": {
        "slew_violations": 0,
        "hold_viol": 0,
        "tightest_slew_ns": 0.883,
        "skew_ns": 0.000845,
        "fmax_ghz": 1.28,
        "finalCritPeriodShare": 0.782,
        "unclocked_pins": 12,
        "unconstrained_endpoints": 28,
        "setup_viol": 0,
        "relSlewSlack": 0.411,
        "rsz0062_at_grt": "false",
        "fin_crit_ns": 0.782,
        "fin_setup_tns_ns": 0,
    },
    "placement": {
        "place_congestion": 0.840,
        "port_buffers": 18,
        "place_hpwl_mm": 2.71,
    },
    "floorplan": {
        "fp_util": 0.223,
        "ios": 19,
        "core.rowCount": 29,
        "dieWidth_um": 102,
        "core_mm2": 0.00646,
        "dieArea_mm2": 0.0104,
        "die_h_um": 102,
    },
    "power": {
        "p_leak_nw": 0.702,
        "total_power_w": 0.000496,
        "powerDensity_mw_per_mm2": 293,
        "ir_drop_v": 0.000567,
    },
    "global_routing": {
        "grt_usage": 0.0708,
        "grt.overflow.total": 0,
        "grt_first_pass_wirelength_mm": 6.40,
        "antenna_found_initial": 0,
        "grt_max_degree": 30,
        "grt_pass1_vias": 1340,
    },
    "setup_path": {
        "slowest_stage": "dfrtp_1",
        "r2r_slack_ns": 0.22,
        "critPathLaunchType": "flip-flop",
        "cp_cell_sequence": "ha_1",
        "arrival_ns": 0.87,
        "cpPeakStageDelay_ns": 0.37,
        "critPathTopFamily": "flip-flops",
        "path_class": "flip-flop to flip-flop",
        "r2r_cells": 1,
        "crit_buf_inv": 0,
        "endpoint_kind": "flip-flop",
        "cp_data_required_time_ns": 1.09,
        "rr_startpoint": "clock_divider.counter_output[0]$_DFF_PP0_",
        "r2r_end": "clock_divider.counter_output[1]$_DFF_PP0_",
        "path_max_fanout": 2,
    },
    "clock_tree": {
        "clkTransAtPathRegs_ns": 0.03,
        "clock_path_buffers": 2,
        "cts_setup_buffers": 0,
        "tritoncts.num_buffers": 3,
        "cts_tree": "built",
        "cts-hold-fix-buffers": 0,
        "h-tree-depth": 1,
        "worstSkewPairLatency_ns": 0.21,
        "cts-root-buf": "clkbuf_8",
        "ctsResizeCount": 0,
    },
    "job": {
        "warnings": 30,
        "cap_violations": 0,
    },
    "final_layout": {
        "n_fill_cell": 702,
        "areaGrowthSynthToFinish_pct": 17.6,
        "drive_gt1_frac": 0.0733,
    },
    "min_path": {
        "min_path_type": "input port to asynchronous set/reset pin",
    },
}
-- cell type report --
cell class                      instances  area [um2]  share of cell area
Inverter                               14        52.6              0.0310
Tap cell                               77        96.3              0.0568
Sequential cell                        15         377               0.222
Timing Repair Buffer                   19         188               0.111
Clock buffer                            4        45.0              0.0265
Multi-Input combinational cell        139         938               0.553
-- where the power goes --
group          internal [W]  switching, W
Sequential         0.000122             0
Clock              0.000272     0.0000762
Combinational     0.0000103     0.0000163
Total              0.000404     0.0000924
-- kinds of logic (layout without fill, tap and decap cells) --
group | after synthesis | count (layout)
muxes | 2 | 2
AOI/OAI and AO/OA | 61 | 61
buffers and inverters | 28 | 37
DFF | 15 | 15
adders and majority gates | 10 | 10
xor gates and xnor gates | 4 | 4
and+or+nand+nor | 62 | 62
-- how the worst max path moves through the flow --
stage	cells after the start	slack (ns)	start	end
final	1	0.22	clock_divider.counter_output[0]$_DFF_PP0_	clock_divider.counter_output[1]$_DFF_PP0_
after global routing	2	0.17	clock_divider.counter_output[0]$_DFF_PP0_	clock_divider.counter_output[0]$_DFF_PP0_
after CTS	1	0.21	clock_divider.counter_output[0]$_DFF_PP0_	clock_divider.counter_output[1]$_DFF_PP0_
-- stage by stage --
step	area, um2	utilization	cells	setup WS (ns)	hold slack [ns]
after floorplan	1440	-	182	0.246	0.101
after global placement	1650	0.256	264	0.231	0.383
after detailed placement	1650	0.256	264	0.217	0.384
after CTS	1700	0.263	268	0.210	0.158
after global routing	1700	0.263	268	0.166	0.182
final	1700	0.263	268	0.218	0.156
-- state kept, by name (all words and copies together) (netlist names) --
| signal | flops |
|---|---|
| fsm.state_registor_memory.cur_st | 7 |
| clock_divider.counter_output | 2 |
| fsm.counter.count | 5 |
| clock_divider.div_clk | 1 |
-- placed cells by master (no fill, tap or decap), types with 4 or more instances in the layout --
cell / instances
o21ai_0: 10
nand3_1: 7
nand2_1: 12
nor3_1: 5
or3_1: 4
a21oi_1: 13
nor2_1: 15
inv_1: 13
xnor2_1: 4
dfrtp_1: 14
ha_1: 10
clkdlybuf4s50_1: 18
-- metal layers --
layer	vias up	track usage	share of wire
met1	657	0.109	0.51
li1	684	-	-
met3	2	0.00341	0.029
met2	26	0.112	0.45
met4	0	0.00434	0.0027
met5	-	0	0
Power figures rest on the tool's default switching activity, not on a simulated workload.
